--- flow/run.sh ---
#!/bin/bash
# OpenROAD 26Q1-2900-gdf79404cd8, Yosys 0.63+post, stock flow scripts
make -C /OpenROAD-flow-scripts/flow DESIGN_CONFIG=/design/flow/config.mk WORK_HOME=/design/flow/orfs finish
--- flow/config.mk ---
export PLATFORM = sky130hd
export DESIGN_NAME = norm_sfp
export DESIGN_NICKNAME = norm_sfp
export VERILOG_FILES = /design/flow/design.v
export SDC_FILE = /design/flow/constraint.sdc
export NUM_CORES = 4
export LEC_CHECK = 1
export CORE_UTILIZATION = 50
--- flow/constraint.sdc ---
current_design norm_sfp

set clk_period 55.1
set clk_io_pct 0.2

create_clock -name clk0 -period $clk_period [get_ports {clk}]

set non_clock_inputs [all_inputs -no_clocks]
set_input_delay [expr $clk_period * $clk_io_pct] -clock clk0 $non_clock_inputs
set_output_delay [expr $clk_period * $clk_io_pct] -clock clk0 [all_outputs]
--- flow/design.v ---
module norm_sfp (reset, clk, sfp_in, norm, sfp_out);
parameter col = 8;
parameter pr = 16;
parameter bw = 8;
parameter bw_psum = 2*bw+4;  
input reset;
input clk;
input norm;
wire  [col*bw_psum-1:0] abs;
input signed [col*bw_psum-1:0] sfp_in;   
output [col*bw_psum-1:0] sfp_out;
wire signed [bw_psum-1:0] sfp_in_sign0;
wire signed [bw_psum-1:0] sfp_in_sign1;
wire signed [bw_psum-1:0] sfp_in_sign2;
wire signed [bw_psum-1:0] sfp_in_sign3;
wire signed [bw_psum-1:0] sfp_in_sign4;
wire signed [bw_psum-1:0] sfp_in_sign5;
wire signed [bw_psum-1:0] sfp_in_sign6;
wire signed [bw_psum-1:0] sfp_in_sign7;
reg signed [bw_psum-1:0] sfp_out_sign0;
reg signed [bw_psum-1:0] sfp_out_sign1;
reg signed [bw_psum-1:0] sfp_out_sign2;
reg signed [bw_psum-1:0] sfp_out_sign3;
reg signed [bw_psum-1:0] sfp_out_sign4;
reg signed [bw_psum-1:0] sfp_out_sign5;
reg signed [bw_psum-1:0] sfp_out_sign6;
reg signed [bw_psum-1:0] sfp_out_sign7;
assign sfp_in_sign0 =  sfp_in[bw_psum*1-1 : bw_psum*0];
assign sfp_in_sign1 =  sfp_in[bw_psum*2-1 : bw_psum*1];
assign sfp_in_sign2 =  sfp_in[bw_psum*3-1 : bw_psum*2];
assign sfp_in_sign3 =  sfp_in[bw_psum*4-1 : bw_psum*3];
assign sfp_in_sign4 =  sfp_in[bw_psum*5-1 : bw_psum*4];
assign sfp_in_sign5 =  sfp_in[bw_psum*6-1 : bw_psum*5];
assign sfp_in_sign6 =  sfp_in[bw_psum*7-1 : bw_psum*6];
assign sfp_in_sign7 =  sfp_in[bw_psum*8-1 : bw_psum*7];
assign sfp_out[bw_psum*1-1 : bw_psum*0] = sfp_out_sign0;
assign sfp_out[bw_psum*2-1 : bw_psum*1] = sfp_out_sign1;
assign sfp_out[bw_psum*3-1 : bw_psum*2] = sfp_out_sign2;
assign sfp_out[bw_psum*4-1 : bw_psum*3] = sfp_out_sign3;
assign sfp_out[bw_psum*5-1 : bw_psum*4] = sfp_out_sign4;
assign sfp_out[bw_psum*6-1 : bw_psum*5] = sfp_out_sign5;
assign sfp_out[bw_psum*7-1 : bw_psum*6] = sfp_out_sign6;
assign sfp_out[bw_psum*8-1 : bw_psum*7] = sfp_out_sign7;
assign abs[bw_psum*1-1 : bw_psum*0] = (sfp_in[bw_psum*1-1]) ?  (~sfp_in[bw_psum*1-1 : bw_psum*0] + 1)  :  sfp_in[bw_psum*1-1 : bw_psum*0];
assign abs[bw_psum*2-1 : bw_psum*1] = (sfp_in[bw_psum*2-1]) ?  (~sfp_in[bw_psum*2-1 : bw_psum*1] + 1)  :  sfp_in[bw_psum*2-1 : bw_psum*1];
assign abs[bw_psum*3-1 : bw_psum*2] = (sfp_in[bw_psum*3-1]) ?  (~sfp_in[bw_psum*3-1 : bw_psum*2] + 1)  :  sfp_in[bw_psum*3-1 : bw_psum*2];
assign abs[bw_psum*4-1 : bw_psum*3] = (sfp_in[bw_psum*4-1]) ?  (~sfp_in[bw_psum*4-1 : bw_psum*3] + 1)  :  sfp_in[bw_psum*4-1 : bw_psum*3];
assign abs[bw_psum*5-1 : bw_psum*4] = (sfp_in[bw_psum*5-1]) ?  (~sfp_in[bw_psum*5-1 : bw_psum*4] + 1)  :  sfp_in[bw_psum*5-1 : bw_psum*4];
assign abs[bw_psum*6-1 : bw_psum*5] = (sfp_in[bw_psum*6-1]) ?  (~sfp_in[bw_psum*6-1 : bw_psum*5] + 1)  :  sfp_in[bw_psum*6-1 : bw_psum*5];
assign abs[bw_psum*7-1 : bw_psum*6] = (sfp_in[bw_psum*7-1]) ?  (~sfp_in[bw_psum*7-1 : bw_psum*6] + 1)  :  sfp_in[bw_psum*7-1 : bw_psum*6];
assign abs[bw_psum*8-1 : bw_psum*7] = (sfp_in[bw_psum*8-1]) ?  (~sfp_in[bw_psum*8-1 : bw_psum*7] + 1)  :  sfp_in[bw_psum*8-1 : bw_psum*7];
wire signed [bw_psum+3:0] abs_sum;
assign abs_sum =    {4'b0, abs[bw_psum*1-1 : bw_psum*0]} +
                    {4'b0, abs[bw_psum*2-1 : bw_psum*1]} +
                    {4'b0, abs[bw_psum*3-1 : bw_psum*2]} +
                    {4'b0, abs[bw_psum*4-1 : bw_psum*3]} +
                    {4'b0, abs[bw_psum*5-1 : bw_psum*4]} +
                    {4'b0, abs[bw_psum*6-1 : bw_psum*5]} +
                    {4'b0, abs[bw_psum*7-1 : bw_psum*6]} +
                    {4'b0, abs[bw_psum*8-1 : bw_psum*7]};
wire signed [bw_psum+3-7:0] divider;
assign divider = abs_sum[bw_psum+3:7];
always @(posedge clk) begin
    if (norm) begin
     sfp_out_sign0 <= sfp_in_sign0 / divider;
     sfp_out_sign1 <= sfp_in_sign1 / divider;
     sfp_out_sign2 <= sfp_in_sign2 / divider;
     sfp_out_sign3 <= sfp_in_sign3 / divider;
     sfp_out_sign4 <= sfp_in_sign4 / divider;
     sfp_out_sign5 <= sfp_in_sign5 / divider;
     sfp_out_sign6 <= sfp_in_sign6 / divider;
     sfp_out_sign7 <= sfp_in_sign7 / divider;
    end
end
endmodule
==> out/results.ini <==
[run_status]
status = complete, but fails checks
violations = negative setup slack

[critical_path]
path_class = primary input to flop
slowest_delay_ns = 0.67
endpoint_kind = flop
crit_top_cell = o21a_1
crit_slowest_cell = or4_4
critPathLaunchType = primary input
timing.critical_path.buf_inv = 19
worstPathArrival_ns = 58.00
critPathMaxFanout = 8
crit_family = AND-OR/OR-AND gates
cp.required_ns = 55.43

[timing]
slew_headroom_pct = 27.84
tightest_slew_ns = 1.055
report.final.slew_viol_count = 0
period_used_pct = 104.7
final.min_clock_period_ns = 57.67
finalHoldViolations = 0
max_freq_ghz = 0.01734
timing.final.ws_setup_ns = -2.573
rsz0062_at_grt = yes
fin_setup_tns_ns = -198.09
setup_viol = 151
holdWs_ns = 10.82

[routing]
totalWireLength_um = 430600
vias = 121600
drt_iter0_drc = 9654
drc = 0
via_per_inst = 5.985
wl_per_cell_um = 21.20
firstDrtPassIters = 8
ant_nets = 0

[floorplan]
io_pins = 323
rows = 156
dieHeight_um = 430.7
chip_area_um2 = 185500
coreArea_um2 = 181700
fp_util_pct = 50.57
die_w_um = 430.7

[synth]
netlist-cell-type-count = 104
ys_chip_area_um2 = 91890
top_cell_area_share_pct = 22.44
postSynth.asyncResetShare_pct = 0
synth-edff-count = 160
common_cells = ha_1 (1,648), nor2_1 (1,213), nand2_1 (993)
ys.flop_type = edfxtp_1
netlist_instances = 12490
ys_seq_share_pct = 5.229
ys_cells = 12490
top_cells_by_area = ha_1 (22%), xnor2_1 (5.8%), mux2_2 (5.2%)
numSynthFlops = 160
top_cell = ha_1
yosysWarningCount = 1
top_area_cell = ha_1
syn_area_per_cell_um2 = 7.358
synthesis.area_um2 = 91890

[place]
io_buffers = 321
dpl_cell_area_um2 = 136300
dp_slack_ns = -4.302
dp.cells = 19630
dp_hpwl_um = 322400
gp_congestion = 1.082

[clocking]
cts_sinks = 160
clkTransAtPathRegs_ns = 0.08
clock_path_buffers = 2
cts_root_buf = clkbuf_16
htreeDepth = 4
cts_buffers = 17
cts_tree = built
cts_hold_buf = 0

[global_route]
grt_overflow = 0
grt_pass1_wl_um = 618500
grt_antenna_before_repair = 21
grt_start_max_net_pins = 69
grt_util_all_layers_pct = 43.38
grt_pass1_vias = 110800

[worst_hold_path]
min_path_type = primary input to flop

[cells_and_area]
stdcell_count = 20310
num-fill-cells = 10320
fin_util_pct = 82.04
fin_area_um2 = 149100
drive_gt1_share_pct = 42.33
area_growth_pct = 62.25

[flow_run]
maxCapViolations = 0
tool_warnings = 37

-- logic make-up (layout without fill, tap and decap cells) --
family / count (synthesis) / in the layout / synth area share (%)
AOI/OAI and AO/OA: 3678 / 3679 / 26.87
xor gates and xnor gates: 955 / 955 / 9.102
adders and majority gates: 1765 / 1765 / 24.97
buffers and inverters: 981 / 6342 / 4.045
DFF: 160 / 160 / 5.229
muxes: 557 / 557 / 6.649
other: 0 / 12 / 0
and+or+nand+nor: 4392 / 4394 / 23.13
-- timing repair --
action,in CTS,in global routing
cloned,2,4
resized,539,911
setup endpoints to repair,160,160
hold endpoints to repair,0,0
setup buffers,316,334
pin swaps,380,566
-- final cells by class --
type                       count  area (um2)  share of cell area, %
clock buffer                  18       429.2                 0.2879
antenna                       12       30.03                0.02014
clock inverter                14       156.4                 0.1049
tap                         2449        3064                  2.055
inverter                     619        2394                  1.605
sequential                   160        4805                  3.223
timing repair buffer        5691       44480                  29.83
multi-input combinational  11350       93730                  62.87
-- cells in the final DEF, fill, tap and decap left out, types with 140 or more instances in the layout --
master | synthesis | routed
clkdlybuf4s50_1 | 0 | 281
mux2_2 | 427 | 386
a21oi_2 | 1 | 143
o21a_1 | 613 | 600
nand2_1 | 993 | 937
nor2b_1 | 163 | 140
xnor2_1 | 607 | 547
nor2_1 | 1213 | 1101
o21ai_0 | 726 | 480
ha_1 | 1648 | 1535
buf_4 | 1 | 5216
inv_1 | 609 | 569
o31ai_1 | 253 | 152
a21o_1 | 311 | 308
nand2b_1 | 163 | 150
a21oi_1 | 724 | 551
nand3_1 | 245 | 210
nor3_1 | 687 | 628
edfxtp_1 | 160 | 160
xor2_1 | 348 | 335
-- flip-flops by register name, indices dropped and copies added, names as in the netlist --
name and flops:
sfp_out_sign0 20, sfp_out_sign1 20, sfp_out_sign2 20, sfp_out_sign3 20
sfp_out_sign4 20, sfp_out_sign5 20, sfp_out_sign6 20, sfp_out_sign7 20
-- routing by layer --
metal,vias to the layer above,routed length (um),GRT usage [%]
li1,57550,-,-
met1,56900,173900,57.25
met2,5635,177100,65.15
met3,1466,44610,9.650
met4,24,34600,25.48
met5,-,412,1.171
-- worst paths after layout --
check / depth (start not counted) / start / endpoint / slack [ns]
worst min-delay path: 1 / norm / sfp_out_sign2[6] / 10.82
worst max-delay path: 231 / sfp_in[42] / sfp_out_sign6[15] / -2.57
