`/design/flow/config.mk`:
```
export PLATFORM = sky130hd
export DESIGN_NAME = sram_160b_w16
export DESIGN_NICKNAME = sram_160b_w16
export VERILOG_FILES = /design/flow/design.v
export SDC_FILE = /design/flow/constraint.sdc
export NUM_CORES = 4
export LEC_CHECK = 1
export CORE_UTILIZATION = 50
```
`/design/flow/constraint.sdc`:
```
current_design sram_160b_w16

set clk_period 31.4
set clk_io_pct 0.2

create_clock -name clk0 -period $clk_period [get_ports {CLK}]

set non_clock_inputs [all_inputs -no_clocks]
set_input_delay [expr $clk_period * $clk_io_pct] -clock clk0 $non_clock_inputs
set_output_delay [expr $clk_period * $clk_io_pct] -clock clk0 [all_outputs]
```
`/design/flow/design.v`:
```
module sram_160b_w16 (CLK, D, Q, CEN, WEN, A);
  input  CLK;
  input  WEN;
  input  CEN;
  input  [159:0] D;
  input  [3:0] A;
  output [159:0] Q;
  reg [159:0] memory0;
  reg [159:0] memory1;
  reg [159:0] memory2;
  reg [159:0] memory3;
  reg [159:0] memory4;
  reg [159:0] memory5;
  reg [159:0] memory6;
  reg [159:0] memory7;
  reg [159:0] memory8;
  reg [159:0] memory9;
  reg [159:0] memory10;
  reg [159:0] memory11;
  reg [159:0] memory12;
  reg [159:0] memory13;
  reg [159:0] memory14;
  reg [159:0] memory15;
  reg [3:0] add_q;
  assign Q = (add_q == 0)  ? memory0 : (
             (add_q == 1)  ? memory1 : (
             (add_q == 2)  ? memory2 : (
             (add_q == 3)  ? memory3 : (
             (add_q == 4)  ? memory4 : (
             (add_q == 5)  ? memory5 : (
             (add_q == 6)  ? memory6 : (
             (add_q == 7)  ? memory7 : (
             (add_q == 8)  ? memory8 : (
             (add_q == 9)  ? memory9 : (
             (add_q == 10) ? memory10 : (
             (add_q == 11) ? memory11 : (
             (add_q == 12) ? memory12 : (
             (add_q == 13) ? memory13 : (
             (add_q == 14) ? memory14 : memory15))))))))))))));
  always @ (posedge CLK) begin
   if (!CEN && WEN)  
      add_q <= A;
   if (!CEN && !WEN)  
     case (A)
      4'b0000: memory0  <= D; 
      4'b0001: memory1  <= D; 
      4'b0010: memory2  <= D; 
      4'b0011: memory3  <= D; 
      4'b0100: memory4  <= D; 
      4'b0101: memory5  <= D; 
      4'b0110: memory6  <= D; 
      4'b0111: memory7  <= D; 
      4'b1000: memory8  <= D; 
      4'b1001: memory9  <= D; 
      4'b1010: memory10 <= D; 
      4'b1011: memory11 <= D; 
      4'b1100: memory12 <= D; 
      4'b1101: memory13 <= D; 
      4'b1110: memory14 <= D; 
      4'b1111: memory15 <= D; 
    endcase
  end
endmodule
```
`/design/flow/run.sh`:
```
#!/bin/bash
# OpenROAD 26Q1-2900-gdf79404cd8, Yosys 0.63+post, stock flow scripts
make -C /OpenROAD-flow-scripts/flow DESIGN_CONFIG=/design/flow/config.mk WORK_HOME=/design/flow/orfs finish
```
==> impl_report.txt <==
FLOW METRICS REPORT
----------------------------------------------------
[Status]
  Outcome ........................ finished, final reports clean

[Routing]
  Average routed wire per standard cell ........................ roughly 32 um
  Vias ........................ 69600
  Initial detailed-routing violation count ........................ 5039
  Remaining antenna violation count after routing ........................ 0
  Remaining routing DRC violations ........................ 0
  TritonRoute pass-1 iters ........................ 26
  Via density per instance ........................ 6.58
  Routed wire length ........................ 334 mm

[Layout]
  Synth-to-Final Area Change ........................ 13.5%
  Leading cell type in the layout, fill and taps excluded ........................ sky130_fd_sc_hd__edfxtp_1
  Sequential cell area ........................ 77000 um2
  MI comb area ........................ approximately 27000 um2
  Fraction of layout instances using a drive strength above 1 ........................ 0.117
  Most instantiated logic cells after routing ........................ sky130_fd_sc_hd__edfxtp_1, sky130_fd_sc_hd__nor2_1, sky130_fd_sc_hd__o21ai_0
  Number of fillers in the final layout ........................ 16200

[Worst setup path]
  Worst EP arrival ........................ 6.43 ns
  Type of the worst setup path ........................ flop to primary output
  CP Launch Type ........................ flop
  Highest fanout seen on the critical path ........................ 46
  Kind of end point of the critical path ........................ primary output
  Worst Path Required ........................ 25.12 ns

[Final timing]
  Minimum hold slack ........................ approximately 6.2 ns
  Setup total negative slack ........................ 0 ns
  Setup violation total in the final timing report ........................ 0
  Worst Setup Slack, final ........................ 18.69 ns
  Final Cycle Share ........................ 0.405
  Final critical path time including I/O delays and setup ........................ 12.71 ns
  Pin slew with the least headroom to its limit ........................ 0.971 ns
  Final slew viol count ........................ 0
  Fmax achieved ........................ around 0.079 GHz
  Hold Vio Cnt, Final ........................ 0
  Relative slew slack ........................ 0.346
  RSZ-0062 raised after global routing ........................ false

[Power]
  Highest ir drop seen on vdd ........................ between 60 and 70 uV
  Power density normalized to cell area ........................ 62.6 nW/um2
  Leakage power figure ........................ 0.0386 uW

[GRT]
  Wire length of the first global-routing pass ........................ 484 mm
  Total routing usage reported by global routing ........................ 0.343
  Number of global-route vias before repair ........................ 72800
  Global-route congestion overflow total ........................ 0
  Antenna violations before repair ........................ about 45
  Maximum number of pins on one net before global-route repair ........................ 126

[Logic synthesis]
  Top flip-flop cell by instance count after synthesis ........................ sky130_fd_sc_hd__edfxtp_1
  Synth top area share ........................ 0.720
  Cell type with the highest aggregate area in the netlist ........................ sky130_fd_sc_hd__edfxtp_1
  Yosys warning total ........................ 1
  Average footprint of a synthesized cell ........................ 14.6 um2
  Fraction of registers with async set/reset ........................ 0
  Post-synthesis instance area ........................ 107000 um2
  Cell count after synthesis ........................ 7321
  Post-synthesis chip area from yosys ........................ approximately 110000 um2
  Registers, synthesis ........................ ~2600
  Flip-flops with a built-in enable ........................ 2564
  Post-synthesis sequential area ratio ........................ 0.720
  Unique masters post-synth ........................ 77
  Biggest area contributors in the synthesized netlist ........................ sky130_fd_sc_hd__edfxtp_1, sky130_fd_sc_hd__mux2i_1, sky130_fd_sc_hd__nor2_1, sky130_fd_sc_hd__o221a_2, sky130_fd_sc_hd__o21ai_0
  Number of cells in Yosys stat ........................ 7321

[Die]
  Core Region ........................ between 200000 and 250000 um2
  Initial core utilization ........................ 0.504
  I/O Pins ........................ between 300 and 400
  Die area ........................ ~220000 um2
  Die Y ........................ 464 um
  Number of rows created at floorplan ........................ 169
  Die width ........................ 464 um

[Placed design]
  Post-detailed-placement half-perimeter wirelength ........................ 174 mm
  I/O Buffers ........................ 326
  Final weighted congestion in routability-driven placement ........................ 0.885
  Place WS ........................ 19.68 ns

[Clock network]
  Clock tree from TritonCTS ........................ built
  Library cell used as clock root buffer ........................ sky130_fd_sc_hd__clkbuf_16
  Sink count of the clock tree ........................ 2564
  Clock input transition at the sequential cells of the worst setup and hold paths ........................ 0.06 ns
  Number of hold buffers added after cts ........................ 0
  Count of instances resized after the clock tree is built ........................ 0
  Maximum level of the CTS H-tree ........................ 5
  Setup repair bufs after CTS ........................ 0
  Maximum count of clock buffers along a single path ........................ 4
  TritonCTS Buffers ........................ 288

[Run]
  Count of tool warnings ........................ 35
  Maxcap violations ........................ 0

[Min path]
  Hold Crit Class ........................ input pin to flop

----------------------------------------------------
[layer usage]
metal  track usage  wire length [um]  vias to the layer above
met5       0.00334               250                        -
met4         0.111             13200                       36
met3         0.228             52800                      835
met2         0.490            155000                     4837
met1         0.449            113000                    34000
li1              -                 -                    29900
[power breakdown]
| part | internal, uW | total, uW | leakage [uW] | switching (uW) |
|---|---|---|---|---|
| logic | 255 | 708 | 0.0114 | 454 |
| clock network | 1760 | 3070 | 0.00412 | 1300 |
| registers | 3810 | 3820 | 0.0231 | 10.2 |
| total | 5830 | 7600 | 0.0386 | 1770 |
[Yosys cell counts, types with 186 or more instances]
cell type	n
sky130_fd_sc_hd__nor2_1	578
sky130_fd_sc_hd__buf_2	257
sky130_fd_sc_hd__nand2_1	310
sky130_fd_sc_hd__clkbuf_1	251
sky130_fd_sc_hd__o22ai_1	247
sky130_fd_sc_hd__a21oi_1	391
sky130_fd_sc_hd__edfxtp_1	2564
sky130_fd_sc_hd__o21ai_0	407
sky130_fd_sc_hd__nor2b_1	208
sky130_fd_sc_hd__o221a_2	186
sky130_fd_sc_hd__mux2i_1	237
sky130_fd_sc_hd__a211oi_1	192
[worst max-delay path: stages (launching register included)]
cell	delay (ns)
sky130_fd_sc_hd__edfxtp_1	0.34
sky130_fd_sc_hd__buf_4	0.49
sky130_fd_sc_hd__buf_4	0.51
sky130_fd_sc_hd__buf_4	0.52
sky130_fd_sc_hd__buf_4	0.44
sky130_fd_sc_hd__nor3b_4	0.32
sky130_fd_sc_hd__buf_4	0.59
sky130_fd_sc_hd__o21ai_0	0.42
sky130_fd_sc_hd__o21a_1	0.23
sky130_fd_sc_hd__a221o_1	0.32
sky130_fd_sc_hd__a21oi_1	0.62
sky130_fd_sc_hd__clkdlybuf4s50_1	0.59
[worst paths after layout]
check,start,end,slack (ns),cells after the start
min,A[2],add_q[2],6.24,1
max,add_q[3],Q[96],18.69,11
[stage by stage]
| step | total power, uW | instances | cell area (um2) | util |
|---|---|---|---|---|
| 6_report | 7600 | 10600 | 121000 | 0.572 |
| 5_1_grt | 7810 | 10600 | 121000 | 0.572 |
| 4_1_cts | 7630 | 10600 | 121000 | 0.572 |
| 3_5_place_dp | 4590 | 10100 | 113000 | 0.532 |
| 3_3_place_gp | 4590 | 10100 | 113000 | 0.532 |
| 2_1_floorplan | 4250 | 7321 | 107000 | - |
[registers in the layout, indices dropped and copies added, names as in the netlist]
register  flops
memory7     160
memory15    160
memory2     160
memory11    160
memory4     160
memory13    160
memory6     160
memory0     160
memory12    160
memory10    160
memory5     160
memory3     160
memory9     160
add_q         4
memory1     160
memory8     160
memory14    160
[cell type report]
cell class                      count  area share
Antenna cell                       23    0.000474
Clock buffer                      367      0.0632
Clock inverter                    119     0.00581
Inverter                           84     0.00277
Multi-Input combinational cell   4055       0.222
Sequential cell                  2564       0.634
Tap cell                         2821      0.0291
Timing Repair Buffer              549      0.0422
[cell families (layout without fill, tap and decap cells)]
| logic type | Yosys count | after routing | share of synthesized area |
|---|---|---|---|
| buffers and inverters | 702 | 1119 | 0.0309 |
| flip-flops | 2564 | 2564 | 0.720 |
| AND/OR/NAND/NOR | 1320 | 1320 | 0.0566 |
| multiplexers | 317 | 317 | 0.0308 |
| other | 0 | 23 | 0 |
| AND-OR/OR-AND | 2418 | 2418 | 0.162 |
Power and IR drop assume default switching activity.
