<file path="design/flow/run.sh">
#!/bin/bash
# OpenROAD 26Q1-2900-gdf79404cd8, Yosys 0.63+post, stock flow scripts
make -C /OpenROAD-flow-scripts/flow DESIGN_CONFIG=/design/flow/config.mk WORK_HOME=/design/flow/orfs finish
</file>
<file path="design/flow/config.mk">
export PLATFORM = sky130hd
export DESIGN_NAME = sram_128b_w16
export DESIGN_NICKNAME = sram_128b_w16
export VERILOG_FILES = /design/flow/design.v
export SDC_FILE = /design/flow/constraint.sdc
export NUM_CORES = 4
export LEC_CHECK = 1
export CORE_UTILIZATION = 40
</file>
<file path="design/flow/constraint.sdc">
current_design sram_128b_w16

set clk_period 28.6
set clk_io_pct 0.2

create_clock -name clk0 -period $clk_period [get_ports {CLK}]

set non_clock_inputs [all_inputs -no_clocks]
set_input_delay [expr $clk_period * $clk_io_pct] -clock clk0 $non_clock_inputs
set_output_delay [expr $clk_period * $clk_io_pct] -clock clk0 [all_outputs]
</file>
<file path="design/flow/design.v">
module sram_128b_w16 (CLK, D, Q, CEN, WEN, A);
  input  CLK;
  input  WEN;
  input  CEN;
  input  [127:0] D;
  input  [3:0] A;
  output [127:0] Q;
  reg [127:0] memory0;
  reg [127:0] memory1;
  reg [127:0] memory2;
  reg [127:0] memory3;
  reg [127:0] memory4;
  reg [127:0] memory5;
  reg [127:0] memory6;
  reg [127:0] memory7;
  reg [127:0] memory8;
  reg [127:0] memory9;
  reg [127:0] memory10;
  reg [127:0] memory11;
  reg [127:0] memory12;
  reg [127:0] memory13;
  reg [127:0] memory14;
  reg [127:0] memory15;
  reg [3:0] add_q;
  assign Q = (add_q == 0)  ? memory0 : (
             (add_q == 1)  ? memory1 : (
             (add_q == 2)  ? memory2 : (
             (add_q == 3)  ? memory3 : (
             (add_q == 4)  ? memory4 : (
             (add_q == 5)  ? memory5 : (
             (add_q == 6)  ? memory6 : (
             (add_q == 7)  ? memory7 : (
             (add_q == 8)  ? memory8 : (
             (add_q == 9)  ? memory9 : (
             (add_q == 10) ? memory10 : (
             (add_q == 11) ? memory11 : (
             (add_q == 12) ? memory12 : (
             (add_q == 13) ? memory13 : (
             (add_q == 14) ? memory14 : memory15))))))))))))));
  always @ (posedge CLK) begin
   if (!CEN && WEN)  
      add_q <= A;
   if (!CEN && !WEN)  
     case (A)
      4'b0000: memory0  <= D; 
      4'b0001: memory1  <= D; 
      4'b0010: memory2  <= D; 
      4'b0011: memory3  <= D; 
      4'b0100: memory4  <= D; 
      4'b0101: memory5  <= D; 
      4'b0110: memory6  <= D; 
      4'b0111: memory7  <= D; 
      4'b1000: memory8  <= D; 
      4'b1001: memory9  <= D; 
      4'b1010: memory10 <= D; 
      4'b1011: memory11 <= D; 
      4'b1100: memory12 <= D; 
      4'b1101: memory13 <= D; 
      4'b1110: memory14 <= D; 
      4'b1111: memory15 <= D; 
    endcase
  end
endmodule
</file>
==> Table 3: Implementation characteristics <==
Physical design parameters

Parameter                              Value

Outcome
  Outcome .................. finished, final reports clean

Die
  Chip width .................. 464 um
  Die Area .................. 215000 sq um
  Num ports .................. 263
  Starting density of the core .................. 40.2%
  Y dimension of the die .................. 464 um
  Row count .................. 169
  Placeable core region .................. 212000 sq um

Pwr
  Leakage power figure .................. 31.0 nW
  Power Density .................. 67.4 nW/um^2
  Maximum vdd ir drop .................. 0.0729 mV

Synthesis
  Primary FF master, synth .................. sky130_fd_sc_hd__edfxtp_1
  Flip-flops with a built-in enable .................. 2052
  Post-synth seq share .................. 72.3%
  Combinational family with the most area after synthesis .................. AND-OR/OR-AND gates
  AND/OR/NAND/NOR Cells, Area Fraction .................. 4.92%
  Yosys stat cell total .................. 5708
  Number of standard cells after synthesis .................. 5708
  Yosys stat chip area .................. 85200 sq um
  Proportion of register bits with asynchronous set or reset after synthesis .................. 0%
  Synthesized registers .................. 2052
  Yosys xor share .................. 0%
  Mean instance size in the synthesized netlist .................. 14.9 sq um
  Post-synthesis share of cell area spent on and-or and or-and gates .................. 15.1%
  Multiplexer share .................. 5.02%
  Cell area after synthesis .................. 85200 sq um
  Cell variety after synth .................. 72
  Synth Warn # .................. 1
  Adder Share, Synth .................. 0%

Finish
  Area Overhead vs Synth .................. 14.3%
  Final cell utilization of the core .................. 46.0%
  Fill cell total of the finished layout .................. 18000
  Fraction of final layout cells with drive strength greater than 1 .................. 10.3%

Placed design
  Detailed-placement wirelength estimate .................. 138 mm
  Count of input and output buffers .................. 262
  Routability-driven placement congestion ratio .................. 0.845

Setup path
  Required @ worst endpoint .................. 22880 ps
  CP arrival .................. 6070 ps
  Crit-path cells .................. buf_4 -> buf_4 -> buf_4 -> nor2b_4 -> buf_4 -> nand3_4 -> buf_4 -> o22ai_1 -> o32ai_1 -> clkdlybuf4s50_1
  Peak fanout along the critical path .................. 43
  Worst setup path start .................. add_q[3]$_DFFE_PP_
  Launching element type of the critical path .................. flip-flop
  Critical Path Slowest Stage Cell .................. sky130_fd_sc_hd__o32ai_1
  Kind of end point of the critical path .................. primary output
  Largest stage delay on the critical path .................. 860 ps
  Crit path top cell by count .................. sky130_fd_sc_hd__buf_4
  Class of the most critical setup path .................. reg -> out

STA
  Final hold violation count .................. 0
  Fin crit share .................. 41.2%
  Transition time at the pin with the least slew margin .................. 974 ps
  Number of pins with negative max-slew slack in the final report .................. 0
  Setup repair after global routing missed its margin .................. no
  Clock period minus final worst setup slack .................. 11790 ps
  Fmax .................. 84.8 MHz
  Total Neg Setup Slack .................. 0 ps
  Final setup violation count .................. 0
  Max-Slew Margin vs Limit .................. 35.1%

Clock network
  Hold Buf Count CTS .................. 0
  Buffer levels on the longest clock path .................. 3
  Number of H-tree levels .................. 4
  Master cell of the clock root buffer .................. sky130_fd_sc_hd__clkbuf_16
  Number of buffers inserted to repair setup after CTS .................. 0
  TritonCTS clock tree .................. built
  Inserted Clock Buffers .................. 208
  Clk slew on worst S/H paths .................. 60 ps
  Number of sinks handled by clock tree synthesis .................. 2052
  Resized cells post-CTS .................. 0

GRT
  Global-route wire length before repair .................. 372 mm
  Maximum number of pins on one net before global-route repair .................. 116
  Global route overflow .................. 0
  Number of antenna violations at the first check in global routing .................. 43
  Number of global-route vias before repair .................. 56900
  Total Routing Usage GR .................. 25.4%

Route
  Iteration-0 DRC Markers .................. 3677
  Drt drc .................. 0
  Post-Route WL .................. 254 mm
  DR WL/cell .................. 28.6 um
  First-pass detailed-route iteration total .................. 5
  Residual antenna-violating net count after detailed routing .................. 0
  Vias after detailed routing .................. 54200
  Via-per-instance ratio .................. 6.11

Min path
  Worst hold path class .................. in -> reg
  Origin of the worst min-delay path .................. A[0]
  Number of cells traversed by the worst hold path .................. 1

Run
  Count of max-cap constraint violations .................. 0
  Tool warning count .................. 29
[routing by layer]
metal | track usage (%) | part of all wire (%)
met3 | 18.0 | 16
met5 | 0.713 | 0.14
met4 | 6.11 | 2.6
met2 | 36.3 | 46
met1 | 32.6 | 35
[cell type report]
cell class | instances | area (sq um) | area share [%]
clock inverters | 118 | 1120 | 1.15
diodes | 10 | 25.0 | 0.0257
repair buffers | 440 | 4050 | 4.15
inverters | 5 | 40.0 | 0.0411
flip-flops and latches | 2052 | 61600 | 63.3
clock buffers | 261 | 5400 | 5.55
multi-input cells | 3172 | 21600 | 22.2
well taps | 2821 | 3530 | 3.62
[synthesized netlist by cell type (64+ instances only)]
master | instances | area [sq um]
sky130_fd_sc_hd__edfxtp_1 | 2052 | 61600
sky130_fd_sc_hd__nor2_1 | 524 | 1970
sky130_fd_sc_hd__a21oi_1 | 309 | 1550
sky130_fd_sc_hd__mux2i_1 | 307 | 3070
sky130_fd_sc_hd__clkbuf_1 | 235 | 882
sky130_fd_sc_hd__nand2_1 | 227 | 852
sky130_fd_sc_hd__o22ai_1 | 225 | 1410
sky130_fd_sc_hd__o21ai_0 | 217 | 1090
sky130_fd_sc_hd__a22oi_1 | 161 | 1210
sky130_fd_sc_hd__a221oi_1 | 146 | 1280
sky130_fd_sc_hd__buf_2 | 143 | 716
sky130_fd_sc_hd__o32ai_1 | 126 | 1100
sky130_fd_sc_hd__a221o_1 | 123 | 1230
sky130_fd_sc_hd__o221ai_1 | 101 | 885
sky130_fd_sc_hd__mux2_2 | 96 | 1080
sky130_fd_sc_hd__nor2b_1 | 76 | 475
sky130_fd_sc_hd__o31ai_1 | 64 | 480
[cells by family (layout without fill, tap and decap cells)]
family / after synthesis / count (layout)
flops: 2052 / 2052
buf+inv: 484 / 824
other cells: 0 / 10
mux: 409 / 409
compound gates: 1794 / 1794
simple gates: 969 / 969
[worst max-delay path: cells and delay by family (launching register included)]
| family | cells | cell delay (ps) |
|---|---|---|
| flops | 1 | 340 |
| compound gates | 2 | 1060 |
| simple gates | 2 | 530 |
| buf+inv | 6 | 3160 |
[power breakdown]
group,total [W],internal [W],switching (W)
Clock,0.00261,0.00145,0.00116
Combinational,0.000595,0.000218,0.000376
Sequential,0.00336,0.00335,0.0000107
[final timing paths]
path / endpoint / slack [ps]
hold / removal: add_q[0]$_DFFE_PP_ / 5670
setup / recovery: Q[53] / 16810
[stage by stage]
step | total power [W] | hold slack (ps) | instances | setup WS (ps) | cell area, sq um
6_report | 0.00657 | 5670 | 8879 | 16810 | 97400
2_1_floorplan | 0.00373 | 5820 | 5708 | 12860 | 85200
4_1_cts | 0.00660 | 5610 | 8869 | 16820 | 97400
3_5_place_dp | 0.00401 | 6540 | 8490 | 17760 | 90800
3_3_place_gp | 0.00401 | 6540 | 8490 | 17790 | 90800
5_1_grt | 0.00676 | 5670 | 8877 | 16470 | 97400
[cells in the final DEF, fill, tap and decap left out, types with 146 or more instances in the layout]
cell type / count
sky130_fd_sc_hd__edfxtp_1: 2052
sky130_fd_sc_hd__nor2_1: 511
sky130_fd_sc_hd__a21oi_1: 309
sky130_fd_sc_hd__mux2i_1: 307
sky130_fd_sc_hd__clkdlybuf4s50_1: 262
sky130_fd_sc_hd__o22ai_1: 225
sky130_fd_sc_hd__nand2_1: 224
sky130_fd_sc_hd__o21ai_0: 217
sky130_fd_sc_hd__clkbuf_16: 208
sky130_fd_sc_hd__buf_4: 171
sky130_fd_sc_hd__a22oi_1: 161
sky130_fd_sc_hd__a221oi_1: 146
[sequential cells by signal, summed over array words and instances, names as in the netlist]
signal    count
memory0     128
memory10    128
memory11    128
memory12    128
memory13    128
memory14    128
memory15    128
memory1     128
memory2     128
memory3     128
memory4     128
memory5     128
memory6     128
memory7     128
memory8     128
memory9     128
add_q         4
Power is estimated from default activity; no workload was simulated.
